==> ./design.v <==
module uart_rx (
    input  logic        clk,
    input  logic        rst,
    input  logic        rxd,
    input  logic        sample_tick,
    input  logic        stop_bits,
    input  logic        parity_en,
    input  logic        parity_even,
    input  logic [3:0]  data_bits,
    input  logic        enable,
    output logic        enable_sample,
    output logic        data_ready,
    output logic [7:0]  data_out,
    output logic        parity_err,
    output logic        framing_err
);
    typedef enum logic [2:0] {
        IDLE, START, DATA, PARITY, STOP
    } rx_state_t;
    rx_state_t state, next_state;
    logic [3:0] bit_count;
    logic [3:0] sample_count;
    logic [7:0] shift_reg;
    logic       sampled_parity;
    logic       parity_bit;
    logic       stop_sampled;
    logic       stop_phase;
    always_ff @(posedge clk or posedge rst) begin
        if (rst)
            enable_sample <= 0;
        else if (state == IDLE && !rxd)
            enable_sample <= 1;
        else if (state == STOP && next_state == IDLE)
            enable_sample <= 0;
    end
    always_ff @(posedge clk)
        state <= next_state;
    always_ff @(posedge clk or posedge rst) begin
        if (rst) begin
            next_state      <= IDLE;
            bit_count       <= 0;
            sample_count    <= 0;
            shift_reg       <= 0;
            data_ready      <= 0;
            parity_err      <= 0;
            framing_err     <= 0;
            stop_sampled    <= 0;
            stop_phase      <= 0;
            data_out        <= 0;
            parity_bit      <= 0;
            sampled_parity  <= 0;
        end else if (sample_tick) begin
            case (state)
                IDLE: begin
                    bit_count     <= 0;
                    sample_count  <= 0;
                    if (enable_sample)
                        next_state <= START;
                    else
                        next_state <= IDLE;
                end
                START: begin
                    if (sample_count == 7) begin
                        if (!rxd) begin
                            sample_count <= 0;
                            next_state <= DATA;
                        end else begin
                            next_state <= IDLE;
                        end
                    end else begin
                        sample_count <= sample_count + 1;
                        next_state <= START;
                    end
                end
                DATA: begin
                    if (sample_count == 15) begin
                        shift_reg <= {rxd, shift_reg[7:1]};
                        sample_count <= 0;
                        bit_count <= bit_count + 1;
                        if (bit_count == data_bits - 1)
                            next_state <= (parity_en ? PARITY : STOP);
                        else
                            next_state <= DATA;
                    end else begin
                        sample_count <= sample_count + 1;
                        next_state <= DATA;
                    end
                end
                PARITY: begin
                    if (sample_count == 15) begin
                        sampled_parity <= rxd;
                        sample_count <= 0;
                        next_state <= STOP;
                    end else begin
                        sample_count <= sample_count + 1;
                        next_state <= PARITY;
                    end
                end
                STOP: begin
                    if (sample_count == 15) begin
                        sample_count <= 0;
                        stop_sampled <= rxd;
                        stop_phase <= ~stop_phase;
                        if ((stop_bits && stop_phase == 1) || !stop_bits) begin
                            data_out <= shift_reg;
                            if (stop_bits)
                                framing_err <= ~(stop_sampled & rxd);
                            else
                                framing_err <= ~rxd;
                            if (parity_en) begin
                                parity_bit = 0;
                                for (int i = 0; i < 8; i++) begin
                                    if (i < data_bits)
                                        parity_bit ^= shift_reg[i];
                                end
                                if (!parity_even)
                                    parity_bit = ~parity_bit;
                                parity_err <= (sampled_parity !== parity_bit);
                            end else begin
                                parity_err <= 0;
                            end
                            data_ready   <= 1;
                            next_state   <= IDLE;
                            stop_phase   <= 0;
                            stop_sampled <= 0;
                        end else begin
                            next_state <= STOP;
                        end
                    end else begin
                        sample_count <= sample_count + 1;
                        next_state <= STOP;
                    end
                end
            endcase
        end else begin
            data_ready <= 0;
        end
    end
endmodule
==> ./run.sh <==
#!/bin/bash
# OpenROAD 26Q1-2900-gdf79404cd8, Yosys 0.63+post, stock flow scripts
make -C /OpenROAD-flow-scripts/flow DESIGN_CONFIG=/design/flow/config.mk WORK_HOME=/design/flow/orfs finish
==> ./config.mk <==
export PLATFORM = sky130hd
export DESIGN_NAME = uart_rx
export DESIGN_NICKNAME = uart_rx
export VERILOG_FILES = /design/flow/design.v
export SDC_FILE = /design/flow/constraint.sdc
export NUM_CORES = 4
export LEC_CHECK = 1
export CORE_UTILIZATION = 50
==> ./constraint.sdc <==
current_design uart_rx

set clk_period 3.5
set clk_io_pct 0.2

create_clock -name clk0 -period $clk_period [get_ports {clk}]

set non_clock_inputs [all_inputs -no_clocks]
set_input_delay [expr $clk_period * $clk_io_pct] -clock clk0 $non_clock_inputs
set_output_delay [expr $clk_period * $clk_io_pct] -clock clk0 [all_outputs]
==> job_summary.md <==
### Flow metrics

| Metric | Value |
|---|---|
| CP peak stage delay | `approximately 520 ps` |
| Area added between synthesis and finish | `16.4%` |
| Worst-case hold slack | `401 ps` |
| Achievable clock frequency | `approximately 400 MHz` |
| Kind of critical path | `primary input to flop` |
| Setup-failing EPs final | `0` |
| Worst Path Buf+Inv | `2` |
| CTS tree | `yes` |
| Deepest clock path buffer count | `2` |
| Resized cells post-CTS | `0` |
| Number of vias in the routed layout | `1473` |
| Total negative setup slack | `0 ps` |
| Synthesized-area fraction occupied by xor and xnor cells | `0.0697` |
| Area taken by flip-flops and latches | `~900 um^2` |
| Post-CTS Hold Fix Bufs | `0` |
| VDD IR max | `between 0.4 and 0.5 mV` |
| Share of the core filled by cells before placement | `0.543` |
| Final setup margin | `995 ps` |
| Chip Area, Yosys | `2060 um^2` |
| Path type of the worst min-delay path | `flop to flop` |
| Worst setup slack after placement | `~700 ps` |
| Post-synthesis simple-gate area fraction | `0.141` |
| Final Hold Violation Tally | `0` |
| Wire length of the first global-routing pass | `6480 um` |
| Largest net degree at the start of global routing | `35` |
| Port buffer count | `22` |
| Data arrival at the endpoint of the critical path | `2720 ps` |
| Critical-path cell with the highest stage delay | `sky130_fd_sc_hd__clkdlybuf4s50_1` |
| Count of buffers added by post-CTS timing repair for setup | `0` |
| Final worst path period share | `0.716` |
| Crit path launch | `data_bits[0]` |
| Die width | `66.2 um` |
| Via count of the first global-routing pass | `1353` |
| RSZ-0062 raised after global routing | `no` |
| Insertion Delay late pin | `between 200 and 300 ps` |
| Sequential fraction of the synthesis area | `0.441` |
| Yosys warning count | `1` |
| First DRT Iteration DRCs | `approximately 50` |
| Area fraction in full adders, half adders and majority gates | `0.0303` |
| Antenna violations before repair | `0` |
| CTS H-tree lvls | `2` |
| Proportion of layout cells with a drive suffix above 1 | `0.168` |
| Final number of max-transition violations | `0` |
| Static Leakage | `1.09 nW` |
| Async set-or-reset flop fraction in the synthesized netlist | `0.919` |
| Count of flip-flops with a built-in enable after synthesis | `0` |
| Cts bufs inserted | `5` |
| Largest logic family | `AND-OR/OR-AND gates` |
| Tightest Pin Transition | `635 ps` |
| Clock transition at path regs | `70 ps` |
| Drt via density | `around 5.6` |
| Biggest fanout along the worst timing path | `6` |
| Beginning of the worst register-to-register path | `sample_count[0]` |
| Number of register bits inferred by synthesis | `37` |
| First-pass detailed-route iteration total | `4` |
| Critical Path Sink Type | `flop` |
| Combinational gate area | `1060 um^2` |
| Area enclosed by the die boundary | `4390 um^2` |
| Number of filler instances in the final layout | `about 300` |
| Post-DP HPWL | `2650 um` |
| DR WL/cell | `between 10 and 15 um` |
| Post-synthesis mux area share | `0.109` |
| Area of the core region | `3800 um^2` |
| Routed wire length | `between 3000 and 4000 um` |
| Cell area power density | `509 nW/um^2` |
| Outcome | `finished, final reports clean` |
| Series of cell instances along the critical path | `clkdlybuf4s50_1 -> inv_1 -> ha_1 -> or3b_2 -> a21oi_1 -> xnor2_1 -> xnor3_1 -> o22ai_2` |
| Final estimated routing congestion in global placement | `0.820` |
| Worst clock skew | `5.86 ps` |
| ANT cells | `0` |
| Post-synthesis average cell area | `10.7 um^2` |
| Sink count of the clock tree | `37` |
| DRC violation count after routing | `0` |
| Time the worst path needs with I/O delays and setup | `roughly 2500 ps` |
| Number of I/O pins | `24` |
| Post-route cell area | `2400 um^2` |
| Post-detailed-route count of antenna-violating nets | `0` |
| Post-Synthesis Cell Area | `2060 um^2` |
| Number of distinct library cells after synthesis | `~50` |
| Die Y-Extent | `66.2 um` |
| Rel. slew slack | `0.576` |
| Ys cells | `around 190` |
| Cell family with most CP delay | `buffers and inverters` |
| Most frequently used flop master after synthesis | `sky130_fd_sc_hd__dfrtp_1` |
| Count of tool warnings | `29` |
| Final cell count without fillers | `~260` |
| Type of element launching the critical path | `primary input` |
| Data required time at the worst endpoint | `~3700 ps` |
| Area of placed instances | `2290 um^2` |
| Instance count of the mapped netlist | `193` |
| Row Count | `22` |
| Ao+oa area frac | `0.163` |
| Overall Global Routing Usage | `0.202` |
| # placed instances | `254` |
| Launch point of the worst hold path | `next_state[2]` |
| Final global-route overflow total | `0` |
| Buffer cell driving the clock tree root | `sky130_fd_sc_hd__clkbuf_8` |
| Max-capacitance violation count | `0` |
path summary, 6_finish.rpt:
kind	slack [ps]	to	depth (start not counted)
worst max-delay path	990	parity_err	8
worst min-delay path	400	state[2]	0
worst max register to register	1240	data_out[6]	5
worst min register to register	400	state[2]	0
max in group asynchronous	2390	next_state[2]	3
min in group asynchronous	800	stop_phase	3
cells by family after synthesis:
| family | Yosys count |
|---|---|
| muxes | 20 |
| adders and majority gates | 5 |
| DFF | 37 |
| AOI/OAI and AO/OA | 44 |
| buffers and inverters | 18 |
| and+or+nand+nor | 55 |
| xor gates and xnor gates | 14 |
report_power, final:
group,internal [mW],switching [mW],total (mW)
clock,0.232,0.143,0.375
sequential,0.480,0.0893,0.569
combinational,0.143,0.134,0.277
routing by layer:
metal  track usage  routed length [um]  share of wire
met5             0                   0              0
met4        0.0213                  38          0.010
met3        0.0420                 169          0.044
met2         0.270                1540           0.40
met1         0.362                2060           0.54
worst reg2reg max path, cell delays in order, from the launching register on:
cell	delay [ps]
sky130_fd_sc_hd__dfrtp_1	390
sky130_fd_sc_hd__ha_1	250
sky130_fd_sc_hd__and3_1	350
sky130_fd_sc_hd__nand4_2	200
sky130_fd_sc_hd__nor2_2	550
sky130_fd_sc_hd__mux2_2	410
metrics by stage:
| stage | utilization | power (mW) |
|---|---|---|
| floorplan | - | 0.795 |
| global placement | 0.602 | 0.839 |
| detailed placement | 0.602 | 0.850 |
| CTS | 0.632 | 1.23 |
| global route | 0.632 | 1.30 |
| finish | 0.632 | 1.22 |
synthesized netlist by cell type (all sizes together), types with 3 or more instances:
cell	count	share of area
mux2	19	0.10
dfrtp	34	0.41
buf	9	0.030
a21oi	3	0.0073
o31ai	4	0.024
ha	5	0.030
nand3	3	0.0073
dfxtp	3	0.029
inv	8	0.015
nand2	19	0.035
nand4	4	0.015
xor2	5	0.021
nor2	8	0.017
o21ai	11	0.027
a21o	4	0.015
xnor2	8	0.038
nor3	6	0.015
o21bai	3	0.011
a22o	4	0.017
nor2b	4	0.012
layout by cell type, fill, tap and decap left out, types with 2 or more instances in the layout:
| master | instances |
|---|---|
| sky130_fd_sc_hd__nor2_2 | 2 |
| sky130_fd_sc_hd__nand2_1 | 19 |
| sky130_fd_sc_hd__clkbuf_8 | 6 |
| sky130_fd_sc_hd__a21oi_1 | 3 |
| sky130_fd_sc_hd__a22o_1 | 4 |
| sky130_fd_sc_hd__nor2b_1 | 4 |
| sky130_fd_sc_hd__dfrtp_1 | 34 |
| sky130_fd_sc_hd__clkdlybuf4s50_1 | 22 |
| sky130_fd_sc_hd__a21boi_0 | 2 |
| sky130_fd_sc_hd__nand3_1 | 3 |
| sky130_fd_sc_hd__dfxtp_1 | 3 |
| sky130_fd_sc_hd__inv_1 | 8 |
| sky130_fd_sc_hd__o31a_1 | 2 |
| sky130_fd_sc_hd__nor3b_1 | 2 |
| sky130_fd_sc_hd__nand4b_1 | 2 |
| sky130_fd_sc_hd__o21ai_0 | 11 |
| sky130_fd_sc_hd__a21o_1 | 3 |
| sky130_fd_sc_hd__ha_1 | 5 |
| sky130_fd_sc_hd__o31ai_1 | 2 |
| sky130_fd_sc_hd__a31oi_1 | 2 |
| sky130_fd_sc_hd__xnor2_1 | 7 |
| sky130_fd_sc_hd__nand4_1 | 3 |
| sky130_fd_sc_hd__a32oi_1 | 2 |
| sky130_fd_sc_hd__xor2_1 | 5 |
| sky130_fd_sc_hd__o21bai_1 | 3 |
| sky130_fd_sc_hd__nor2_1 | 6 |
| sky130_fd_sc_hd__nand2b_1 | 2 |
| sky130_fd_sc_hd__mux2_2 | 19 |
| sky130_fd_sc_hd__nor3_1 | 6 |
cell type report:
| type | count | share of cell area |
|---|---|---|
| multi-input combinational | 138 | 0.440 |
| clock inverter | 1 | 0.0125 |
| timing repair buffer | 23 | 0.0948 |
| inverter | 8 | 0.0125 |
| sequential | 37 | 0.379 |
| clock buffer | 7 | 0.0359 |
| tap | 48 | 0.0250 |
Power and IR drop assume default switching activity.
