==> flow/design.v <==
module fifo_lite #(
    parameter WIDTH = 8,
    parameter DEPTH = 16,
    localparam ADDR_WIDTH = $clog2(DEPTH)
)(
    input  logic              clk,
    input  logic              rst,
    input  logic              wr_en,
    input  logic [WIDTH-1:0]  wr_data,
    input  logic              rd_en,
    output logic [WIDTH-1:0]  rd_data,
    output logic              rd_valid,
    output logic              empty,
    output logic              full
);
    logic [WIDTH-1:0] mem [0:DEPTH-1];
    logic [ADDR_WIDTH-1:0] wr_ptr, rd_ptr;
    logic [ADDR_WIDTH:0]   count;
    assign empty = (count == 0);
    assign full  = (count == DEPTH);
    always_ff @(posedge clk or posedge rst) begin
        if (rst) begin
            wr_ptr   = 0;
            rd_ptr   = 0;
            count    = 0;
            rd_data  = '0;
            rd_valid = 0;
        end else begin
            rd_valid = 0;
            if (wr_en && !full) begin
                mem[wr_ptr] = wr_data;
                wr_ptr = wr_ptr + 1;
            end
            if (rd_en && !empty) begin
                rd_data  = mem[rd_ptr];
                rd_ptr   = rd_ptr + 1;
                rd_valid = 1;
            end
            case ({wr_en && !full, rd_en && !empty})
                2'b10: count = count + 1;
                2'b01: count = count - 1;
                default: count = count;
            endcase
        end
    end
endmodule
==> flow/run.sh <==
#!/bin/bash
# OpenROAD 26Q1-2900-gdf79404cd8, Yosys 0.63+post, stock flow scripts
make -C /OpenROAD-flow-scripts/flow DESIGN_CONFIG=/design/flow/config.mk WORK_HOME=/design/flow/orfs finish
==> flow/config.mk <==
export PLATFORM = sky130hd
export DESIGN_NAME = fifo_lite
export DESIGN_NICKNAME = fifo_lite
export VERILOG_FILES = /design/flow/design.v
export SDC_FILE = /design/flow/constraint.sdc
export NUM_CORES = 4
export LEC_CHECK = 1
export CORE_UTILIZATION = 40
==> flow/constraint.sdc <==
current_design fifo_lite

set clk_period 4.7
set clk_io_pct 0.2

create_clock -name clk0 -period $clk_period [get_ports {clk}]

set non_clock_inputs [all_inputs -no_clocks]
set_input_delay [expr $clk_period * $clk_io_pct] -clock clk0 $non_clock_inputs
set_output_delay [expr $clk_period * $clk_io_pct] -clock clk0 [all_outputs]
==> Changelog: implementation <==
### Metrics

- Kind of critical path: in -> reg
- CTS H-tree lvls: 4
- Vias per cell: 5.775
- Antenna violations before repair: 0
- Most numerous logic cell after layout: edfxtp_1
- Ys cells: 536
- Remaining antenna violation count: 0
- Crit. End Element: flop
- Skew final: 8.551 ps
- Worst-Skew Late Latency: 420 ps
- Init Core Util: 0.4111
- Mapped Cells: 536
- Detailed-placement wirelength estimate: 12720 µm
- Max_slew headroom: 0.4210
- Largest delay contributor family on the critical path: simple AND/OR/NAND/NOR gates
- # clock sinks: 150
- Biggest combinational cell group after synthesis: multiplexers
- Most frequent cells in the layout: 128 x edfxtp_1, 121 x mux2_2, 22 x dfrtp_1, 22 x clkdlybuf4s50_1, 21 x nand2_1
- Share of cells above drive strength 1: 0.3392
- DRC viols: 0
- DR vias: 4770
- Total leakage power: 3.060 nW
- Final WL: 19700 µm
- Die height: 141.1 µm
- Crit-path slowest cell: or4b_2
- Slowest cell delay on critical path: 660 ps
- Reg2Reg Setup Slack: 1210 ps
- Highest Clock Rate: 267.9 MHz
- Final min period: 3733 ps
- Sequential Power Share: 0.377
- Area fraction in mux cells: 0.1883
- Resized Gates After CTS: 0
- Top Metal Used: met4
- Yosys warning count: 2
- Post-synth seq share: 0.5676
- Ys flops: 150
- WL met1: 8234 µm
- Filler-free cell count of the finished design: 826
- Final Max Tran Viols: 0
- Power Internal: 3.694 mW
- Clk pwr share: 0.237
- CTS tree: done
- Number of diodes: 0
- YS chip area: 7741 µm²
- CP Launch Type: input port
- Total tool warning count: 33
- Max_cap viols: 0
- P_sw: 1.919 mW
- Pwr dens: 644.1 nW/µm²
- Aoi share: 0.09714
- Simple Share, Synth: 0.07015
- Fraction of the mapped netlist area in adder cells: 0.02198
- Core region area: 18830 µm²
- GRT Util Overall: 0.2213
- Hold crit path type: reg -> reg
- WL met3: 2160 µm
- Wirelength per Cell: 23.84 µm
- Unrepaired setup endpoints after global routing: false
- XOR Share, Synth: 0.01245
- Die area: 19910 µm²
- Critical Path, Cell by Cell: clkdlybuf4s50_1 > or4b_2 > a221oi_2 > buf_4 > mux2_2 > a221o_1 > nor4b_1 > a221oi_1
- Met2 WL: 8943 µm
- Chip Width: 141.1 µm
- Dpl cells: 794
- Fraction of registers with async set/reset: 0.1467
- Combinational Power Share: 0.385
- Fill cells: 1624
- Syn_area_per_cell: 14.44 µm²
- FP Rows: 50
- Post-CTS Hold Buffers: 0
- Crit path required time: 4970 ps
- Num ports: 23
- Commonest flop: edfxtp_1
- Synthesized cell area: 7741 µm²
- Worst Path Buf+Inv: 2
- Iter 0 DRT Violations: 333
- Setup bufs post-CTS: 0
- Area delta synth->final: 12.57%
- Port bufs: 22
- CP Data Arrival Time: 4010 ps
- CTS root buf: clkbuf_16
- EDFF count, synth: 128
- Peak VDD IR: 0.2912 mV
- Global placer's final weighted congestion: 0.9149
- Clock Path Buffers: 2
- Setup violators final: 0
- Largest net degree at the start of global routing: 109
- Drt pass-1 iters: 5
- Vias in the first global route: 5001
- Worst-Margin Slew: 867.6 ps
- Clock-pin slew on the worst setup and hold paths: 70 ps
- Sw Ratio: 0.3419
- Final Hold Fails: 0
- Outcome: finished, final reports clean
- Max FO, Critical Path: 7
- Global-route wire length before repair: 30440 µm
- Total negative slack: 0 ps
- CTS Buf Count: 17
- Yosys cell types: 67
- Global route total overflow: 0
- Crit share post-route: 0.7942
## logic make-up after synthesis
| family | count (synthesis) |
|---|---|
| DFF | 150 |
| xor gates and xnor gates | 11 |
| adders and majority gates | 13 |
| and+or+nand+nor | 88 |
| muxes | 130 |
| buffers and inverters | 54 |
| AOI/OAI and AO/OA | 90 |
## synth_stat cells (2+ instances only)
| master | n | area (µm²) |
|---|---|---|
| or3_1 | 2 | 12.51 |
| nand4_1 | 5 | 31.28 |
| inv_1 | 16 | 60.06 |
| buf_6 | 2 | 22.52 |
| a221o_1 | 4 | 40.04 |
| clkbuf_1 | 21 | 78.83 |
| clkbuf_2 | 2 | 10.01 |
| a22o_1 | 9 | 78.83 |
| a21o_1 | 2 | 15.01 |
| nor3_1 | 2 | 10.01 |
| nor4b_1 | 2 | 17.52 |
| and4b_1 | 2 | 20.02 |
| a32o_1 | 12 | 120.1 |
| xor2_1 | 3 | 26.28 |
| nor2_1 | 8 | 30.03 |
| ha_1 | 12 | 150.1 |
| and4_1 | 2 | 17.52 |
| a21oi_1 | 15 | 75.07 |
| a211oi_2 | 2 | 25.02 |
| nor4_1 | 3 | 18.77 |
| and3_1 | 4 | 25.02 |
| a221oi_1 | 3 | 26.28 |
| clkbuf_8 | 3 | 41.29 |
| o21ai_0 | 3 | 15.01 |
| nand2_2 | 3 | 18.77 |
| mux2i_1 | 8 | 80.08 |
| nand3_1 | 4 | 20.02 |
| xnor2_1 | 8 | 70.07 |
| or2_2 | 4 | 25.02 |
| o211ai_1 | 2 | 15.01 |
| dfrtp_1 | 22 | 550.5 |
| o221a_2 | 2 | 22.52 |
| bufbuf_16 | 2 | 65.06 |
| or4b_1 | 2 | 20.02 |
| and2_1 | 9 | 56.30 |
| nand2_1 | 21 | 78.83 |
| a221oi_2 | 3 | 45.04 |
| buf_2 | 3 | 15.01 |
| a22oi_1 | 15 | 112.6 |
| mux2_2 | 121 | 1363 |
| edfxtp_1 | 128 | 3844 |
| or4_1 | 2 | 15.01 |
| a32oi_1 | 12 | 105.1 |
| or4b_2 | 3 | 30.03 |
## layout make-up
type                       instances  area, µm²  share of cell area
multi-input combinational        332       3019              0.3464
sequential                       150       4394              0.5042
clock buffer                      17      425.4             0.04882
clock inverter                    15      152.6             0.01752
tap                              260      325.3             0.03733
timing repair buffer              35      330.3             0.03790
inverter                          17      67.56            0.007753
## worst register-to-register path, cell delays in order, from the launching register on
cell	delay [ps]
dfrtp_1	420
inv_1	100
ha_1	300
or4b_2	750
a2111oi_2	300
buf_4	290
mux2_2	370
a32o_1	230
nor4b_1	420
a221oi_1	180
## state kept, by name, summed over array words and instances, names as in the netlist
name / count
wr_ptr: 4
mem: 128
count: 5
rd_ptr: 4
rd_valid: 1
rd_data: 8
## worst paths after layout
check,start,endpoint,depth (start not counted)
min,wr_ptr[0],wr_ptr[0],1
min in group asynchronous,rst,rd_data[4],3
max in group asynchronous,rst,wr_ptr[1],3
max,wr_en,rd_data[0],8
min reg2reg,wr_ptr[0],wr_ptr[0],1
max reg2reg,wr_ptr[0],rd_data[0],9
## routing by layer
layer	track usage	vias to the layer above
met1	0.3266	2395
met4	0.03604	0
li1	-	2142
met5	0	-
met3	0.1069	21
met2	0.3176	212
## metrics by stage
| stage | util | cell area (µm²) | power, mW | worst slack (ps) | hold slack (ps) |
|---|---|---|---|---|---|
| floorplan | - | 7745 | 3.669 | 1145 | 497.9 |
| global placement | 0.4321 | 8137 | 4.246 | 608.8 | 518.9 |
| detailed placement | 0.4321 | 8137 | 4.283 | 539.7 | 533.5 |
| CTS | 0.4628 | 8715 | 5.635 | 931.9 | 544.6 |
| global route | 0.4628 | 8715 | 5.916 | 802.3 | 572.8 |
| finish | 0.4628 | 8715 | 5.613 | 967.1 | 543.8 |
## power by group through the flow
stage / clock [mW] / sequential, mW / combinational (mW)
6_report: 1.33 / 2.12 / 2.16
5_1_grt: 1.41 / 2.16 / 2.34
4_1_cts: 1.36 / 2.12 / 2.16
Power is estimated from default activity; no workload was simulated.
