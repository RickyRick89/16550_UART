==> design/flow/design.v <==
module uart_tx (
    input  logic        clk,
    input  logic        rst,
    input  logic [7:0]  tx_data,
    input  logic        tx_start,     
    output logic        tx_busy,
    input  logic [3:0]  data_bits,    
    input  logic        parity_en,
    input  logic        parity_even,
    input  logic [1:0]  stop_bits,    
    input  logic        tick,
    output logic        txd,
    output logic        enable_baud
);
    typedef enum logic [2:0] {
        IDLE, START, DATA, PARITY, STOP
    } tx_state_t;
    tx_state_t state;
    logic [7:0] shift_reg;
    logic [3:0] bit_cnt;
    logic       parity_bit;
    logic       stop_phase;
    logic       tx_pending;
    logic       tx_active;
    assign txd =
        (state == START)  ? 1'b0 :
        (state == DATA)   ? shift_reg[0] :
        (state == PARITY) ? parity_bit :
                            1'b1;
    assign tx_busy = tx_active || tx_pending;
    assign enable_baud = tx_busy;
    always_ff @(posedge clk or posedge rst) begin
        if (rst) begin
            state       <= IDLE;
            shift_reg   <= 8'd0;
            bit_cnt     <= 0;
            parity_bit  <= 0;
            stop_phase  <= 0;
            tx_pending  <= 0;
            tx_active   <= 0;
        end else begin
            if (!tx_active && tx_start)
                tx_pending <= 1;
            if (tick) begin
                case (state)
                    IDLE: begin
                        if (tx_pending) begin
                            shift_reg  <= tx_data;
                            bit_cnt    <= 0;
                            parity_bit <= ^tx_data;
                            if (!parity_even) parity_bit <= ~parity_bit;
                            stop_phase <= 0;
                            tx_active  <= 1;
                            tx_pending <= 0;
                            state      <= START;
                        end
                    end
                    START: begin
                        state <= DATA;
                    end
                    DATA: begin
                        shift_reg <= {1'b0, shift_reg[7:1]};
                        bit_cnt <= bit_cnt + 1;
                        if (bit_cnt == data_bits - 1)
                            state <= (parity_en ? PARITY : STOP);
                    end
                    PARITY: begin
                        state <= STOP;
                    end
                    STOP: begin
                        if (stop_bits == 2'd2 && !stop_phase) begin
                            stop_phase <= 1;
                        end else begin
                            stop_phase <= 0;
                            tx_active  <= 0;
                            state      <= IDLE;
                        end
                    end
                endcase
            end
        end
    end
endmodule
==> design/flow/run.sh <==
#!/bin/bash
# OpenROAD 26Q1-2900-gdf79404cd8, Yosys 0.63+post, stock flow scripts
make -C /OpenROAD-flow-scripts/flow DESIGN_CONFIG=/design/flow/config.mk WORK_HOME=/design/flow/orfs finish
==> design/flow/config.mk <==
export PLATFORM = sky130hd
export DESIGN_NAME = uart_tx
export DESIGN_NICKNAME = uart_tx
export VERILOG_FILES = /design/flow/design.v
export SDC_FILE = /design/flow/constraint.sdc
export NUM_CORES = 4
export LEC_CHECK = 1
export CORE_AREA = 10 10 103 103
export DIE_AREA = 0 0 113 113
==> design/flow/constraint.sdc <==
current_design uart_tx

set clk_period 2.1
set clk_io_pct 0.2

create_clock -name clk0 -period $clk_period [get_ports {clk}]

set non_clock_inputs [all_inputs -no_clocks]
set_input_delay [expr $clk_period * $clk_io_pct] -clock clk0 $non_clock_inputs
set_output_delay [expr $clk_period * $clk_io_pct] -clock clk0 [all_outputs]
==> summary.txt <==
Flow results follow.

Per the CTS log, the maximum H-tree level is 1. The register with the most flip-flops in the layout has 8 of them. Yosys reports a chip area of between 1000 and 1500 sq um. The flow ran to the end, and the final reports show no timing, DRC or antenna violations. The worst hold path depth is 2. The detail route stage leaves a number of antenna-violating nets equal to 0.

Ranking logic cells in the layout by count gives the top entries 20 x dfrtp_1, 20 x clkdlybuf4s50_1, 15 x nand2_1, 13 x xnor2_1, 11 x o21ai_1. The most critical min-delay path falls under flip-flop to flip-flop. From synthesis to final layout, the design area changed by 37.8%.

Per the layout area report, the combinational gate area comes to 572 sq um. The max-slew headroom at the worst pin is between 70 and 80%. The detailed router reported a total wirelength of between 2 and 3 mm.

The final total power is 1660 uW. The all-layer global routing usage is 4.40%. The number of storage elements in the synthesis netlist is 21. 23 I/O pins were placed.

The data arrival time reported for the critical path is ~1.6 ns. The core utilization at floorplan is 14.0%. Clock skew on the completed layout was measured at 0.00741 ns. The final count of hold timing violations is 0. The count of unresolved DRC violations after routing is 0.

The routed design shows a via density per instance of 3.73. The max-capacitance violation count is 0. The flow reports an fmax of 501 MHz. The number of buffers inserted by port buffering is 22. Setup repair after global routing left no endpoint under its margin. The number of cells on the worst reg-to-reg path is 4. Entering global routing, the biggest net connects 22 pins. The met2 usage in global routing is 6.30%. The dominant non-sequential cell family after synthesis is AND-OR/OR-AND gates. The initial antenna violation count was 0.

The starting DRC count in detailed routing is 32. The TritonCTS clock tree is done. The synthesized netlist devotes 11.6% of its cell area to simple gates. The largest fanout of any net on the critical path is 4.

Per the post-CTS timing run, clock transition at the registers of the reported paths is approximately 0.08 ns. The number of global-route vias before repair is 970. After floorplanning, the core was sized to cover 8300 sq um.

The count of final max-slew check failures is 0. In this run the clock root is driven by a clkbuf_8. The area fraction in compound gates after synthesis is 18.2%. The routed design shows a wire length per standard cell of 10.9 microns. The share of synthesized area spent on multiplexers is between 6 and 7%. The final timing report counts setup violations totalling 0. For reference, the post-synthesis area per instance comes to about 9.7 sq um. In the Yosys stats the netlist draws on 32 distinct library cells. The worst setup path is launched from a flip-flop. In this run the power density over the cells is 1040 nW/um^2.

The vertical die size is 113 microns. The total placed cells including tap cells is ~250. Post-route period utilization is reported as 95.0%. The leftover overflow at the end of global routing is 0.

The via total after detailed routing is 951. After Yosys synthesis, XOR and XNOR cells account for under 10% of the synthesized area. The peak supply drop is 0.472 mV. The insertion delay to the later sink of the worst-skew pair is around 0.26 ns.

The total number of placement rows is 33. Synthesis handed over a netlist of 120 instances. The worst setup path is captured at an output port. The detailed-routing iteration count for the pre-antenna-repair pass is 4. The yosys stat cell total is 120.

RePlAce ended its routability-driven mode at a weighted congestion of between 0.8 and 0.9. Counting the buffers created by CTS gives 3. Data on the critical path is required at its endpoint by about 1.7 ns. The start point of the critical path is state[2]$_DFF_PP0_.

Of the total synthesized cell area, the portion taken by full adders, half adders and majority gates is 2.15%. STA lists the startpoint of the worst register-to-register path as bit_cnt[0]$_DFFE_PP0P_. Of the synthesized area, sequential elements account for 45.3%. The commonest register cell is dfrtp_1. The final antenna diode count is 0.

The flop-to-flop setup slack is 0.40 ns. The fraction of layout cells with a size suffix above 1 is 12.7%. The global-route wire length before repair is 4.78 mm. For the finished layout, the period the worst path requires is 1.99 ns. The CTS log lists the clock sinks for this run as 21. The post-route setup TNS is 0 ns. Looking at hold timing, the worst path starts from shift_reg[0]$_DFFE_PP0P_. The maximum count of clock buffers along a single path is 2. The count of placed standard cells in the final layout, fillers left out is around 260. According to the floorplan report, the die width is 113 microns. STA shows the worst min-delay path finishing at shift_reg[0]$_DFFE_PP0P_.

Per the GRT log, the top usage layer is met1. For this run the detailed placement stage logged an HPWL of 2.22 mm. The count of fill cells added during filler insertion is 924. Looking at the reg2reg group, the worst path ends at state[1]$_DFF_PP0_. Summing every instance area after synthesis gives ~1200 sq um. Counting flops with an async set or reset pin after synthesis yields a share of 100%. The global routing report lists met3 layer usage as 1.44%. The analysis attributes to cell leakage a power of roughly 0.00067 uW. The post-synth count of flops with an enable pin is 0. The total die size is 12800 sq um.

The slew of the pin with the lowest slew margin is approximately 0.42 ns. The stage-log warning count is 25. The area taken by sequential standard cells is reported as around 530 sq um. Global routing used 6.59% of the available met1 tracks. The yosys synthesis warning count is 1. The worst setup path category is flip-flop to output port.
stage by stage:
| stage | hold WS [ns] | setup WS (ns) | utilization, % | area (sq um) |
|---|---|---|---|---|
| 5_1_grt | 0.508 | 0.0246 | 19.3 | 1600 |
| 4_1_cts | 0.493 | 0.0130 | 19.3 | 1600 |
| 3_3_place_gp | 0.472 | -0.287 | 18.6 | 1550 |
| 2_1_floorplan | 0.396 | 0.248 | - | 1160 |
| 6_report | 0.488 | 0.105 | 19.3 | 1600 |
| 3_5_place_dp | 0.475 | -0.290 | 18.6 | 1550 |
synthesized netlist by cell type (2+ instances only):
master	n	share of area (%)
a21oi_1	3	1.3
a22o_1	3	2.3
a22oi_1	2	1.3
a32o_1	3	2.6
buf_2	2	0.86
buf_4	2	1.3
dfrtp_1	20	43
ha_1	2	2.2
inv_1	8	2.6
mux2i_1	8	6.9
nand2_1	15	4.8
nand3_1	2	0.86
nor2_1	5	1.6
nor3_1	3	1.3
o21ai_0	3	1.3
o21ai_1	11	4.7
xnor2_1	13	9.8
kinds of logic after synthesis:
| group | Yosys count |
|---|---|
| muxes | 8 |
| xor gates and xnor gates | 13 |
| and+or+nand+nor | 30 |
| buffers and inverters | 15 |
| adders and majority gates | 2 |
| AOI/OAI and AO/OA | 31 |
| DFF | 21 |
how the worst max path moves through the flow:
stage                 end  slack, ns
after global routing  txd       0.02
final                 txd       0.11
after CTS             txd       0.01
layout make-up:
cell class	instances	area share (%)
clock inverter	1	0.312
timing repair buffer	31	17.8
clock buffer	3	2.57
sequential	21	32.8
tap	105	8.19
inverter	10	2.65
multi-input combinational	84	35.6
power breakdown:
group	switching [uW]	leakage (uW)	internal, uW
Combinational	311	0.000385	380
Sequential	137	0.000261	565
Clock	136	0.0000255	132
layer usage:
layer / up-vias / wire length, microns
met5: - / 0
met4: 0 / 0
met3: 0 / 188
met2: 27 / 1100
met1: 444 / 1490
li1: 480 / -
repair_timing:
item	CTS	global route
setup buffers	1	0
endpoints found under the setup margin	1	1
hold buffers	0	0
pin swaps	4	0
resized	2	1
critical path, cell delays in order (launching register included):
cell             delay, ns
dfrtp_1               0.43
nor2_1                0.07
a221oi_2              0.28
clkdlybuf4s50_1       0.52
No activity file was given, so power comes from the tool's default toggle rates.
